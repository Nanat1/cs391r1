==> flow/run.sh <==
#!/bin/bash
# OpenROAD 26Q1-2900-gdf79404cd8, Yosys 0.63+post, stock flow scripts
make -C /OpenROAD-flow-scripts/flow DESIGN_CONFIG=/design/flow/config.mk WORK_HOME=/design/flow/orfs finish
==> flow/constraint.sdc <==
current_design light_controller

set clk_period 6.4
set clk_io_pct 0.2

create_clock -name clk0 -period $clk_period [get_ports {clk}]

set non_clock_inputs [all_inputs -no_clocks]
set_input_delay [expr $clk_period * $clk_io_pct] -clock clk0 $non_clock_inputs
set_output_delay [expr $clk_period * $clk_io_pct] -clock clk0 [all_outputs]
==> flow/config.mk <==
export PLATFORM = sky130hd
export DESIGN_NAME = light_controller
export DESIGN_NICKNAME = light_controller
export VERILOG_FILES = /design/flow/design.v
export SDC_FILE = /design/flow/constraint.sdc
export NUM_CORES = 4
export LEC_CHECK = 1
export CORE_AREA = 10 10 100 100
export DIE_AREA = 0 0 110 110
==> flow/design.v <==
`timescale 1ns / 1ps
module light_controller #(parameter N = 10) (
    input wire clk,
    input wire rst,
    input wire button,
    output reg[2:0] light_state  
);
    reg previous_button;
    reg[31:0] counter = 0;
    always_ff @(posedge clk) begin  
        if (button == 0) begin
            counter = 0;
            light_state = 3'b000;  
        end else if (previous_button == 0) begin  
            counter = 1;
            light_state = 3'b001;  
        end else begin  
            if (counter == N) begin
                counter = 1;
                if (light_state == 3'b111) begin
                    light_state = 3'b001;
                end else begin
                    light_state = light_state + 1;
                end
            end else begin
                counter = counter + 1;
            end
        end
        previous_button = button;  
    end
endmodule
==> Table 3: Implementation characteristics <==
Characteristics after synthesis and place and route

Parameter                              Value

Worst setup path
  Sort of element at the start of the critical path    register
  Worst Reg2Reg Path Length in Cells    5
  Combined buffer and inverter count along the critical path    1
  Maximum single-stage delay on the critical path    0.48 ns
  Kind of capture point of the worst setup path    output pin
  Worst setup path endpoint    light_state[0]
  FF-to-FF End    counter[20]
  Beginning of the critical path    light_state[0]
  Worst r2r src    counter[0]
  Instance count on the critical path    1
  Kind of cell adding the most delay to the critical path    buffers and inverters
  Slowest cell on the critical path    sky130_fd_sc_hd__clkdlybuf4s50_1
  Critical path, cell by cell    clkdlybuf4s50_1
  Start-to-end type of the worst setup path    reg2out
  Worst path required time    5.12 ns
  Arrival time worst endpoint    1.14 ns
  Setup slack of the most critical reg-to-reg path    4.34 ns
  Highest net fanout along the worst path    4

Yosys
  Number of warning messages in the yosys log    1
  Synth top area share    38.12%
  Cell count after synthesis    208
  Mean post-synth cell area    9.089 um^2
  Biggest area consumer among synthesized cells    sky130_fd_sc_hd__dfxtp_1
  Combined area of all synthesized cells    1891 um^2
  Number of flops mapped to enable cells by yosys    0
  Main area contributors    sky130_fd_sc_hd__dfxtp_1, sky130_fd_sc_hd__o31ai_1, sky130_fd_sc_hd__or4_1
  Synth unique cells    39
  Registers, synthesis    36
  Cell with the most instances after synthesis    sky130_fd_sc_hd__dfxtp_1
  Most used DFF post-synth    sky130_fd_sc_hd__dfxtp_1
  Fraction of synthesis flops using an asynchronous set or reset pin    0%
  Seq/Total Area, Yosys    38.12%
  Post-synthesis chip area from yosys    1891 um^2
  Top cells by instance count after synthesis    sky130_fd_sc_hd__dfxtp_1, sky130_fd_sc_hd__a21oi_1, sky130_fd_sc_hd__nor2_1, sky130_fd_sc_hd__nand3_1, sky130_fd_sc_hd__o31ai_1
  Yosys stat cell total    208

Routing
  DRC viols    0
  ANT nets after route    0
  Vias after detailed routing    1528
  Vias per std cell    4.913
  Pre-antenna DRT Iters    4
  Mean routed wirelength per cell    12.11 um
  Number of DRC markers in iteration 0    110
  ANT cells    0
  Total wirelength of the detailed-routed design    3765 um

Global route
  Maximum number of pins on one net before global-route repair    30
  Antenna violations before repair    0
  Overall Global Routing Usage    6.331%
  Wire length of the first global-routing pass    6368 um
  Aggregate global routing overflow    0
  Number of global-route vias before repair    1343

Die
  Placeable Area    7807 um^2
  Count of pins on the block boundary    6
  Die extent in x    110 um
  Initial Util    24.21%
  Die y size    110 um
  Chip footprint    12100 um^2
  Cell Rows    32

Clock network
  Cell chosen for the clock root    sky130_fd_sc_hd__clkbuf_8
  CTS hold repair buffers    0
  # clock sinks    36
  Number of clock buffers inserted by TritonCTS    5
  Total number of H-tree levels    2
  Maximum buffer depth of the clock tree    2
  Skew-Pair Late Insertion Delay    0.28 ns
  Post-CTS clock slew at the launch and capture registers of the worst setup and hold paths    0.06 ns
  Buffer count from post-CTS setup fixing    0
  CTS tree    done
  Post_cts resized    0

Final layout
  Gate Area    1057 um^2
  Share of post-route cells with drive strength above 1    10.05%
  Total of fill cells in the finished design    846
  Syn-to-layout area delta    8.273%
  Area taken by flip-flops and latches    720.7 um^2

Final timing
  Fin. Hold Viols    0
  Relative slew slack    60.26%
  Max Slew Vio Count    0
  Accumulated negative setup slack    0 ns
  Final tally of setup violations    0
  Worst-case clock skew    0.005790 ns
  Part of the cycle the worst path needs    37.83%
  Setup repair after global routing missed its margin    no
  Worst Tran Pin Value    0.5961 ns
  Highest clock frequency the design can meet    413.0 MHz
  Min Tclk post-route    2.421 ns

Min path
  Hold Crit Start    counter[31]
  Type of the tightest min-delay check    reg2reg

Power
  Switching Power    83.57 uW
  Sequential Power Share    56.8%
  Leakage Power    0.6085 nW
  Cell Pwr Density    195.6 nW/um^2
  Cell-internal power    316.8 uW
  Peak supply drop    0.07199 mV
  Total power after layout    400.4 uW
  Logic pwr share    2.4%
  Sw Ratio    20.87%
  Share of power burned in the clock network    40.8%

Run
  Max Cap Viol    0
  OpenROAD warnings    27

Run status
  Run status    complete, no violations

Placement
  Final GP Congestion    0.8020
  Count of input and output buffers    4
  Detailed-placement wirelength estimate    2488 um
## cell usage in the layout, fill, tap and decap left out, types with 4 or more instances in the layout
master / Yosys / final
sky130_fd_sc_hd__dfxtp_1: 36 / 36
sky130_fd_sc_hd__clkbuf_8: 0 / 6
sky130_fd_sc_hd__xor2_1: 9 / 9
sky130_fd_sc_hd__clkdlybuf4s50_1: 0 / 4
sky130_fd_sc_hd__nand4_1: 11 / 11
sky130_fd_sc_hd__or4_1: 11 / 11
sky130_fd_sc_hd__nor4_1: 5 / 5
sky130_fd_sc_hd__o31ai_1: 13 / 13
sky130_fd_sc_hd__a21oi_1: 16 / 16
sky130_fd_sc_hd__nor2_1: 14 / 14
sky130_fd_sc_hd__nand3_1: 13 / 13
sky130_fd_sc_hd__o21ai_0: 8 / 8
sky130_fd_sc_hd__nand2_1: 12 / 12
sky130_fd_sc_hd__ha_1: 4 / 4
sky130_fd_sc_hd__and4_1: 7 / 7
## kinds of logic (layout without fill, tap and decap cells)
logic type | Yosys count | count (layout) | synth area share (%)
compound gates | 43 | 43 | 14.16
xor+xnor | 11 | 11 | 5.096
fa+ha+maj | 4 | 4 | 2.647
buf+inv | 14 | 15 | 5.956
flops | 36 | 36 | 38.12
mux | 2 | 2 | 1.059
simple gates | 98 | 98 | 32.96
## worst min-delay path by stage
| stage | cells past startpoint | slack [ns] | endpoint |
|---|---|---|---|
| 6_report | 2 | 0.49 | counter[31] |
| 4_1_cts | 2 | 0.48 | counter[31] |
| 5_1_grt | 2 | 0.50 | counter[31] |
## area by class of cell
class / count / share of cell area, %
Timing Repair Buffer: 4 / 1.956
Sequential cell: 36 / 35.21
Multi-Input combinational cell: 158 / 51.65
Inverter: 3 / 0.5501
Tap cell: 102 / 6.235
Clock buffer: 8 / 4.401
## routing by layer
metal,wire length (um),track usage (%),vias up
li1,-,-,799
met2,1480,8.637,17
met1,2049,9.850,703
met4,63,1.115,0
met5,0,0,-
met3,173,1.645,9
## flip-flops by register name, indices dropped and copies added, names as in the netlist
name,flops
counter,32
light_state,3
previous_button,1
## stage by stage
step	std cells	cell area, um^2	hold slack, ns	setup WS [ns]	util, %
detailed placement	303	1957	0.4736	3.650	25.06
CTS	311	2047	0.4825	3.947	26.22
floorplan	208	1891	0.4496	4.405	-
global placement	303	1957	0.4679	3.669	25.06
global route	311	2047	0.4968	3.820	26.22
finish	311	2047	0.4861	3.979	26.22
## power by group through the flow
stage,sequential (mW),combinational (mW),clock [mW]
final,0.227,0.00963,0.163
after global routing,0.227,0.0114,0.178
after CTS,0.227,0.00995,0.171
Power figures rest on the tool's default switching activity, not on a simulated workload.
